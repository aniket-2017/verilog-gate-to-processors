===== /design/flow/run.sh =====
#!/bin/bash
# OpenROAD 26Q1-2900-gdf79404cd8, Yosys 0.63+post, stock flow scripts
make -C /OpenROAD-flow-scripts/flow DESIGN_CONFIG=/design/flow/config.mk WORK_HOME=/design/flow/orfs finish

===== /design/flow/config.mk =====
export PLATFORM = sky130hd
export DESIGN_NAME = aFifo
export DESIGN_NICKNAME = aFifo
export VERILOG_FILES = /design/flow/design.v
export SDC_FILE = /design/flow/constraint.sdc
export NUM_CORES = 4
export LEC_CHECK = 1
export CORE_UTILIZATION = 50

===== /design/flow/constraint.sdc =====
current_design aFifo

set clk_period 1.9
set clk_io_pct 0.2

create_clock -name clk0 -period $clk_period [get_ports {RClk}]
create_clock -name clk1 -period $clk_period [get_ports {WClk}]

set non_clock_inputs [all_inputs -no_clocks]
set_input_delay [expr $clk_period * $clk_io_pct] -clock clk0 $non_clock_inputs
set_output_delay [expr $clk_period * $clk_io_pct] -clock clk0 [all_outputs]

===== /design/flow/design.v =====
`timescale 1ns/1ps
module aFifo
  #(parameter    DATA_WIDTH    = 4,
                 ADDRESS_WIDTH = 4,
                 FIFO_DEPTH    = (1 << ADDRESS_WIDTH))
    (output reg  [DATA_WIDTH-1:0]        Data_out, 
     output reg                          Empty_out,
     input wire                          ReadEn_in,
     input wire                          RClk,        
     input wire  [DATA_WIDTH-1:0]        Data_in,  
     output reg                          Full_out,
     input wire                          WriteEn_in,
     input wire                          WClk,
     input wire                          Clear_in);
    reg   [DATA_WIDTH-1:0]              Mem [FIFO_DEPTH-1:0];
    wire  [ADDRESS_WIDTH-1:0]           pNextWordToWrite, pNextWordToRead;
    wire                                EqualAddresses;
    wire                                NextWriteAddressEn, NextReadAddressEn;
    wire                                Set_Status, Rst_Status;
    reg                                 Status;
    wire                                PresetFull, PresetEmpty;
    always @ (posedge RClk)
        if (ReadEn_in & !Empty_out)
            Data_out <= Mem[pNextWordToRead];         
    always @ (posedge WClk)
        if (WriteEn_in & !Full_out)
            Mem[pNextWordToWrite] <= Data_in;
    assign NextWriteAddressEn = WriteEn_in & ~Full_out;
    assign NextReadAddressEn  = ReadEn_in  & ~Empty_out;       
    GrayCounter GrayCounter_pWr
       (.GrayCount_out(pNextWordToWrite),
        .Enable_in(NextWriteAddressEn),
        .Clear_in(Clear_in),
        .Clk(WClk)
       );
    GrayCounter GrayCounter_pRd
       (.GrayCount_out(pNextWordToRead),
        .Enable_in(NextReadAddressEn),
        .Clear_in(Clear_in),
        .Clk(RClk)
       );
    assign EqualAddresses = (pNextWordToWrite == pNextWordToRead);
    assign Set_Status = (pNextWordToWrite[ADDRESS_WIDTH-2] ~^ pNextWordToRead[ADDRESS_WIDTH-1]) &
                         (pNextWordToWrite[ADDRESS_WIDTH-1] ^  pNextWordToRead[ADDRESS_WIDTH-2]);
    assign Rst_Status = (pNextWordToWrite[ADDRESS_WIDTH-2] ^  pNextWordToRead[ADDRESS_WIDTH-1]) &
                         (pNextWordToWrite[ADDRESS_WIDTH-1] ~^ pNextWordToRead[ADDRESS_WIDTH-2]);                    
    always @ (Set_Status, Rst_Status, Clear_in)  
        if (Rst_Status | Clear_in)
            Status = 0;   
        else if (Set_Status)
            Status = 1;   
    assign PresetFull = Status & EqualAddresses;   
    always @ (posedge WClk, posedge PresetFull)  
        if (PresetFull)
            Full_out <= 1;
        else
            Full_out <= 0;
    assign PresetEmpty = ~Status & EqualAddresses;   
    always @ (posedge RClk, posedge PresetEmpty)   
        if (PresetEmpty)
            Empty_out <= 1;
        else
            Empty_out <= 0;            
endmodule
module GrayCounter   
   #(parameter   COUNTER_WIDTH = 4)
    (output reg  [COUNTER_WIDTH-1:0]    GrayCount_out,   
     input wire                         Enable_in,   
     input wire                         Clear_in,    
     input wire                         Clk);
     reg    [COUNTER_WIDTH-1:0]         BinaryCount;
    always @ (posedge Clk)
        if (Clear_in) begin
            BinaryCount   <= {COUNTER_WIDTH{1'b 0}} + 1;   
            GrayCount_out <= {COUNTER_WIDTH{1'b 0}};       
        end
        else if (Enable_in) begin
            BinaryCount   <= BinaryCount + 1;
            GrayCount_out <= {BinaryCount[COUNTER_WIDTH-1],
                              BinaryCount[COUNTER_WIDTH-2:0] ^ BinaryCount[COUNTER_WIDTH-1:1]};
        end  
endmodule

==> run_results.csv <==
group,metric,value,unit
yosys,synth_area,3450,um^2
final_timing,hold_violations,0,
final_timing,untimed_endpoints,1,
yosys,yosys_warnings,2,
floorplanning,chipArea,7250,um^2
floorplanning,die_w,85.1,um
final_layout,drive_gt1_frac,0.210,
final_layout,fillers,476,
critical_path,cp-start-kind,"input port",
yosys,yosys_cells,209,
placement,portBuffers,13,
critical_path,worstPathMaxFanout,4,
final_timing,drv_slew,0,
yosys,edf_count,68,
pwr,p_leak,1.36,nW
final_timing,worst_slew_pin_slew,613,ps
yosys,yosysTopAreaCellShare,0.591,
critical_path,startpoint,"WriteEn_in",
final_timing,fin_tns_setup,0,ps
yosys,synth_cell_types,30,
global_routing,grt_start_max_net_pins,21,
flow_run,warnings,27,
yosys,syn_inst,209,
global_routing,grt.overflow.total,0,
yosys,yosysTopAreaCell,"edfxtp_1",
floorplanning,core_util_floorplan,0.532,
clock_network,cts_tree,"yes",
yosys,ys.flop_type,"edfxtp_1",
placement,finalWeightedCongestion,0.786,
global_routing,grtUsageTotal,0.197,
clock_network,clkSlewWorstSetupHoldPaths,70,ps
global_routing,grt_pass1_wl,9.60,mm
floorplanning,rows,29,
global_routing,grt_antenna_before_repair,0,
final_timing,unclocked_regs,1,
yosys,topCellsByArea,"edfxtp_1 59%, dfxtp_1 8.1%, mux4_2 7.8%",
floorplanning,io_pins,15,
detailed_routing,drtIter0Drc,47,
detailed_routing,wl_per_cell,17.8,um
clock_network,cts_hold_buffers,0,
clock_network,post-cts-setup-buffer-count,0,
final_layout,areaGrowthSynthToFinish,16.7,%
final_timing,clock_skew,5.88,ps
final_timing,rsz0062_at_grt,"yes",
floorplanning,placeableCoreArea,6490,um^2
critical_path,required,1910,ps
critical_path,reg2reg_depth,4,
critical_path,arrival,1860,ps
detailed_routing,vias_per_cell,5.46,
detailed_routing,diodes,0,
placement,dpl.cell_count,305,
yosys,async_flop_share,0.0235,
clock_network,postCtsResizedCells,0,
run_status,status,"finished, final reports clean",
final_layout,final_cells,325,
detailed_routing,wl,5.78,mm
pwr,ir_drop,0.000493,V
final_layout,seq_area,2390,um^2
final_layout,comb_area,992,um^2
floorplanning,die_h,85.1,um
final_timing,setup_viol,0,
critical_path,reg2reg_slack,140,ps
placement,place_hpwl,3.99,mm
yosys,numSynthFlops,85,
yosys,ys_area,3450,um^2
detailed_routing,drc,0,
final_timing,maxSlewHeadroom,0.590,
detailed_routing,ant_nets,0,
pwr,power.density,953,nW/um^2
critical_path,r2r_start,"GrayCounter_pRd.BinaryCount[1]",
flow_run,cap_violations,0,
critical_path,crit_path_end_kind,"register",
detailed_routing,dr.pass1.iters,4,
hold_path,min_path_type,"register to asynchronous set/reset pin",
global_routing,grt_pass1_vias,2022,
critical_path,path_class,"input port to register",
yosys,avgSynthCellArea,16.5,um^2
detailed_routing,dr_total_vias,1776,
critical_path,r2r_end,"Data_out[0]",
==> cell families after synthesis <==
| kind of cell | count (synthesis) | share of synthesized area |
|---|---|---|
| buf+inv | 13 | 0.0239 |
| compound gates | 7 | 0.0145 |
| simple gates | 62 | 0.0902 |
| flops | 84 | 0.687 |
| fa+ha+maj | 4 | 0.0145 |
| other cells | 1 | 0.00109 |
| latches | 1 | 0.00434 |
| mux | 22 | 0.126 |
| xor+xnor | 15 | 0.0380 |
==> through the flow <==
stage / util / area (um^2) / total power, mW / hold slack, ps / setup slack (ps)
CTS: 0.620 / 4020 / 3.88 / 520 / 45.2
global placement: 0.577 / 3750 / 2.33 / 526 / -201
finish: 0.620 / 4030 / 3.84 / 514 / 52.0
global route: 0.620 / 4030 / 3.99 / 575 / -7.23
detailed placement: 0.577 / 3750 / 2.34 / 541 / -301
floorplan: - / 3460 / 2.24 / 452 / 278
==> state kept, by name (all words and copies together), names as in the netlist <==
signal                         flops
Mem                               64
GrayCounter_pRd.BinaryCount        4
Empty_out                          1
Full_out                           1
Data_out                           4
Status                             1
GrayCounter_pWr.BinaryCount        4
GrayCounter_pWr.GrayCount_out      3
GrayCounter_pRd.GrayCount_out      3
==> synth_stat cells, types with 2 or more instances <==
cell and number:
a211oi_1 2, dfstp_2 2, mux2i_1 6, mux4_2 12, nand2_1 6, nand4b_1 2
buf_2 5, nor3_1 3, dfxtp_1 14, a22oi_1 4, xor2_1 8, nand3b_1 4
nor2_1 26, edfxtp_1 68, xnor2_1 7, nand2b_1 5, ha_1 4, mux4_1 4
clkbuf_1 5, nand3_1 9, nor2b_1 4
==> how the worst max path moves through the flow <==
stage,end,cells past startpoint
after global routing,Mem[3][3],4
final,Mem[3][3],4
after CTS,Mem[0][0],4
==> worst max-delay path: stages <==
cell             delay, ps
clkdlybuf4s50_1        500
nor2b_1                180
or3b_1                 480
nor2_1                 310
==> final cells by class <==
cell class              instances  share of cell area
multi-input cells             112               0.246
flip-flops and latches         85               0.593
clock buffers                  13              0.0444
well taps                      77              0.0239
clock inverters                 7              0.0236
repair buffers                 31              0.0689
==> cells in the final DEF (no fill, tap or decap), drive strengths merged, types with 7 or more instances in the layout <==
cell type,n
dfxtp,14
xor2,8
xnor2,7
clkbuf,13
edfxtp,68
buf,18
nor2,26
clkdlybuf4s50,13
nand3,9
mux4,16
==> power breakdown <==
| group | total (mW) | switching [mW] | internal [mW] | leakage (nW) |
|---|---|---|---|---|
| Clock | 1.55 | 0.628 | 0.920 | 0.128 |
| Sequential | 2.06 | 0.0331 | 2.02 | 0.758 |
| Combinational | 0.237 | 0.113 | 0.123 | 0.471 |
| Total | 3.84 | 0.774 | 3.07 | 1.36 |
==> per-layer routing <==
layer  global-route usage  vias up  part of all wire
met3                0.106       12             0.089
met4               0.0308        0             0.016
met2                0.298       61              0.49
met5                    0        -                 0
met1                0.292      845              0.41
li1                     -      858                 -
Power figures rest on the tool's default switching activity, not on a simulated workload.
