==> /design/flow/design.v <==
`timescale 1ns / 1ps
module fifo_8_1(wr_en,rd_en,clk,wr_data,rd_data,empty,full,rst,cnt);
    input wr_en,rd_en,clk,rst;    
    input [3:0] wr_data;
    output [3:0] rd_data;
    output full,empty;
    reg [2:0] wr_pt;
    reg [2:0] rd_pt;
    reg [3:0] rd_data;
    reg [3:0] fifo[0:7];     
    output [2:0] cnt;
    count cnt1(cnt,rd_pt,wr_pt,clk);
    assign full = (cnt==7);
    assign empty = (cnt==0);
    always@(posedge clk)
    begin
    if(rst) 
        begin 
            wr_pt = 0;
            rd_pt = 0;
        end 
    else if(wr_en && ~rd_en && ~full)
           begin
              fifo[wr_pt] = wr_data;
              wr_pt = wr_pt + 1;
           end 
    else if(~wr_en && rd_en && ~empty)
           begin
              rd_data = fifo[rd_pt];
              rd_pt = rd_pt + 1;
           end 
    else if(wr_en && rd_en && ~empty)
           begin
              fifo[wr_pt] = wr_data;
              wr_pt = wr_pt + 1;
              rd_data = fifo[rd_pt];
              rd_pt = rd_pt + 1;
           end
    else if(~wr_en && ~rd_en)
           begin
              wr_pt = wr_pt;
              rd_pt = rd_pt;
           end  
    end
    endmodule 
    module count(cnt,rd_pt,wr_pt,clk);
        input [2:0] wr_pt;
        input [2:0] rd_pt;
        output [2:0] cnt;
        reg [2:0] cnt = 0;
        input clk;     
        always@(posedge clk)
        begin
            if (rd_pt > wr_pt) 
                begin 
                    cnt<= rd_pt - wr_pt; 
                end 
            else if(wr_pt == rd_pt)
                begin 
                    cnt<= cnt; 
                end
            else if(wr_pt > rd_pt)
                begin 
                    cnt<= wr_pt - rd_pt; 
                end
        end 
    endmodule
==> /design/flow/run.sh <==
#!/bin/bash
# OpenROAD 26Q1-2900-gdf79404cd8, Yosys 0.63+post, stock flow scripts
make -C /OpenROAD-flow-scripts/flow DESIGN_CONFIG=/design/flow/config.mk WORK_HOME=/design/flow/orfs finish
==> /design/flow/config.mk <==
export PLATFORM = sky130hd
export DESIGN_NAME = fifo_8_1
export DESIGN_NICKNAME = fifo_8_1
export VERILOG_FILES = /design/flow/design.v
export SDC_FILE = /design/flow/constraint.sdc
export NUM_CORES = 4
export LEC_CHECK = 1
export CORE_UTILIZATION = 40
==> /design/flow/constraint.sdc <==
current_design fifo_8_1

set clk_period 3.3
set clk_io_pct 0.2

create_clock -name clk0 -period $clk_period [get_ports {clk}]

set non_clock_inputs [all_inputs -no_clocks]
set_input_delay [expr $clk_period * $clk_io_pct] -clock clk0 $non_clock_inputs
set_output_delay [expr $clk_period * $clk_io_pct] -clock clk0 [all_outputs]
==> flow_summary.ini <==
; implementation run metrics
[clock_tree]
post-cts-setup-buffer-count = 0
htreeDepth = 2
numCtsBuffers = 5
hold_buffers = 0
clkTransAtPathRegs_ns = 0.09
clockBufferDepth = 2
cts_resized = 0
cts.sinks = 45
cts_root_buf = clkbuf_8
cts_tree = done
clk_latency_ns = 0.30

[yosys]
synth_warnings = 3
netlist_instances = 230
ys.flops = 45
postSynthSeqShare_pct = 45.6
syn_area_per_cell_sq_um = 12.3
synthFlopType = edfxtp_1
edf_count = 39
yosysCellCount = 230
synthesis.area_sq_um = 2830
async_flop_share_pct = 0
synth_cell_types = 51
ys_area_sq_um = 2830

[power_and_ir_drop]
power_density_nw_per_um2 = 680
power.leakage_nw = 1.10
peakVddDrop_v = 0.000308

[drt]
via_per_inst = 5.76
dr.pass1.iters = 5
antenna_cells = 0
wirelength_um = 6510
wl_per_cell_um = 18.9
antenna_left = 0
num_vias = 1986
drt_iter0_drc = 173
drc = 0

[grt]
track_usage_pct = 19.7
grt_pass1_wl_um = 10700
overflow = 0
antenna_found_initial = 0
grt_pass1_vias = 1981
grt_start_max_net_pins = 33

[timing]
grt_setup_unrepaired = false
slew_viol_final = 0
setup-tns-final_ns = 0
timing.final.crit_share_pct = 85.9
hold_ws_ns = 0.609
max-slew-margin-rel_pct = 39.3
worst_pin_slew_ns = 0.901
max_freq_mhz = 353
skew_ns = 0.00809
layout_min_cycle_time_ns = 2.83
hold_violations = 0
finalSetupViolCount = 0

[setup_path]
end_kind = flop
path_max_fanout = 8
path_delay_family = AND-OR/OR-AND gates
crit_path_top_delay_cell = nor4_2
crit_type = reg -> reg
max_stage_delay_ns = 0.53
cp_common_cell = ha_1
worst-path-buf-inv = 0
worstPathCellList = ha_1 > ha_1 > nor4_2 > mux2_2 > a221o_2 > a221oi_1 > a31oi_1
required_ns = 3.36
worstSetupStartpointType = flop
arrival_ns = 2.89

[layout]
drive_above_1_share_pct = 25.3
n_fill_cell = 645
post-route-util_pct = 46.5
area_delta_synth_final_pct = 12.1

[die]
die_area_sq_um = 7420
fp_util_pct = 41.5
core_sq_um = 6830
die_h_um = 86.2
ios = 17
fp-row-count = 30
die-width_um = 86.2

[status]
run_status = completed

[place]
dp_hpwl_um = 4710
gp_congestion = 0.923
port_buffers = 16

[run]
warnings = 36
maxCapViolCount = 0

[min_path]
hp-class = reg -> reg
## report_power, final
part | internal, mW | switching, mW
combinational | 0.479 | 0.506
clock | 0.149 | 0.197
sequential | 0.764 | 0.0616
total | 1.39 | 0.765
## worst reg2reg max path: cells and delay by family (launching register included)
kind | cells | cell delay, ns
and+or+nand+nor | 1 | 0.53
adders and majority gates | 2 | 0.57
muxes | 1 | 0.41
DFF | 1 | 0.40
AOI/OAI and AO/OA | 3 | 0.68
## cells by family (layout without fill, tap and decap cells)
logic type / count (synthesis) / after routing / synth area share [%]
compound gates: 52 / 52 / 14.5
flops: 45 / 45 / 45.6
simple gates: 45 / 45 / 8.39
mux: 42 / 42 / 16.4
buf+inv: 23 / 42 / 4.77
fa+ha+maj: 20 / 20 / 9.36
xor+xnor: 3 / 3 / 0.928
## cell usage after synthesis (3+ instances only)
cell / count / area [sq um]
mux2i_1: 6 / 60.1
edfxtp_1: 39 / 1170
a21oi_1: 3 / 15.0
buf_2: 3 / 15.0
mux2_2: 36 / 405
nor2_1: 15 / 56.3
inv_1: 11 / 41.3
a31oi_1: 6 / 37.5
o22ai_1: 4 / 25.0
nand2_1: 8 / 30.0
a222oi_1: 4 / 40.0
a21o_1: 3 / 22.5
o21ai_0: 5 / 25.0
buf_6: 4 / 45.0
nor3_1: 7 / 35.0
a22oi_1: 3 / 22.5
dfxtp_1: 6 / 120
ha_1: 18 / 225
a221oi_1: 6 / 52.6
## sequential cells by signal, indices dropped and copies added (netlist names)
| register | count |
|---|---|
| fifo | 32 |
| wr_pt | 3 |
| rd_pt | 3 |
| rd_data | 4 |
| cnt1.cnt | 3 |
## placed cells by master, fill, tap and decap left out, drive strengths merged, types with 2 or more instances in the layout
master and n:
a31oi 6, a32oi 2, a22oi 3, inv 11, clkbuf 6, a21o 3, and3 2, a211oi 2
nor2 15, clkdlybuf4s50 16, nor2b 2, o21ai 7, dfxtp 6, a221o 3, o22ai 4, xnor2 2
clkinvlp 2, nor3 7, nor4 2, a221oi 6, mux2i 6, buf 7, and2 2, o211ai 2
a222oi 4, ha 18, a21oi 3, edfxtp 39, mux2 36, a41oi 3, fa 2, nand2 8
## per-layer routing
metal  GRT usage (%)  wire length [um]
met1            33.9              3090
met3            5.18               607
met4            2.12                91
met5               0                 0
met2            27.6              2720
## layout make-up
type	count	area [sq um]	share of cell area (%)
multi-input combinational	162	1410	44.4
clock buffer	6	72.6	2.29
timing repair buffer	23	225	7.10
clock inverter	2	15.0	0.473
sequential	45	1290	40.7
inverter	11	41.3	1.30
tap	96	120	3.78
## path summary, 6_finish.rpt
check | from | endpoint | slack [ns] | cells past startpoint
worst min register to register | fifo[1][1] | fifo[1][1] | 0.61 | 1
worst max register to register | wr_pt[1] | rd_data[1] | 0.47 | 7
worst max-delay path | wr_pt[1] | rd_data[1] | 0.47 | 7
worst min-delay path | fifo[1][1] | fifo[1][1] | 0.61 | 1
## stage by stage
stage / power (mW) / setup slack (ns) / std cells / area [sq um]
2_1_floorplan: 1.51 / 0.296 / 230 / 2830
3_3_place_gp: 1.82 / 0.530 / 337 / 3090
3_5_place_dp: 1.81 / 0.492 / 337 / 3090
4_1_cts: 2.16 / 0.478 / 345 / 3170
5_1_grt: 2.30 / 0.271 / 345 / 3170
6_report: 2.16 / 0.467 / 345 / 3170
Power and IR drop assume default switching activity.
